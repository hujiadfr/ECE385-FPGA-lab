File: flow/run.sh
#!/bin/bash
# OpenROAD 26Q1-2900-gdf79404cd8, Yosys 0.63+post, stock flow scripts
make -C /OpenROAD-flow-scripts/flow DESIGN_CONFIG=/design/flow/config.mk WORK_HOME=/design/flow/orfs finish
File: flow/config.mk
export PLATFORM = sky130hd
export DESIGN_NAME = Ship
export DESIGN_NICKNAME = Ship
export VERILOG_FILES = /design/flow/design.v
export SDC_FILE = /design/flow/constraint.sdc
export NUM_CORES = 4
export LEC_CHECK = 1
export CORE_UTILIZATION = 50
File: flow/constraint.sdc
current_design Ship

set clk_period 15.5
set clk_io_pct 0.2

create_clock -name clk0 -period $clk_period

set non_clock_inputs [all_inputs -no_clocks]
set_input_delay [expr $clk_period * $clk_io_pct] -clock clk0 $non_clock_inputs
set_output_delay [expr $clk_period * $clk_io_pct] -clock clk0 [all_outputs]
File: flow/design.v
package SLC3_2;
   parameter op_ADD = 4'b0001;  
   parameter op_AND = 4'b0101;
   parameter op_NOT = 4'b1001;
   parameter op_BR  = 4'b0000;
   parameter op_JMP = 4'b1100;
   parameter op_JSR = 4'b0100;
   parameter op_LDR = 4'b0110;
   parameter op_STR = 4'b0111;
   parameter op_PSE = 4'b1101;
   parameter NO_OP = 15'b0;    
   parameter R0 = 3'b000;       
   parameter R1 = 3'b001;
   parameter R2 = 3'b010;
   parameter R3 = 3'b011;
   parameter R4 = 3'b100;
   parameter R5 = 3'b101;
   parameter R6 = 3'b110;
   parameter R7 = 3'b111;
   parameter p   = 3'b001;      
   parameter z   = 3'b010;
   parameter zp  = 3'b011;
   parameter n   = 3'b100;
   parameter np  = 3'b101;
   parameter nz  = 3'b110;
   parameter nzp = 3'b111;
   parameter outHEX = -1;
   parameter inSW = -1;
   function [15:0] opCLR ( input [2:0] DR );
      opCLR[15:12] = op_AND;
      opCLR[11: 9] = DR;
      opCLR[ 8: 6] = DR;
      opCLR[ 5   ] = 1'b1;
      opCLR[ 4: 0] = 5'b0;
   endfunction
   function [15:0] opAND ( input [2:0] DR, SR1, SR2 );
      opAND[15:12] = op_AND;
      opAND[11: 9] = DR;
      opAND[ 8: 6] = SR1;
      opAND[ 5: 3] = 3'b0;
      opAND[ 2: 0] = SR2;
   endfunction
   function [15:0] opANDi ( input [2:0] DR, SR, integer imm5 );
      opANDi[15:12] = op_AND;
      opANDi[11: 9] = DR;
      opANDi[ 8: 6] = SR;
      opANDi[ 5   ] = 1'b1;
      opANDi[ 4: 0] = imm5[4:0];
   endfunction
   function [15:0] opADD ( input [2:0] DR, SR1, SR2 );
      opADD[15:12] = op_ADD;
      opADD[11: 9] = DR;
      opADD[ 8: 6] = SR1;
      opADD[ 5: 3] = 3'b0;
      opADD[ 2: 0] = SR2;
   endfunction
   function [15:0] opADDi ( input [2:0] DR, SR, integer imm5 );
      opADDi[15:12] = op_ADD;
      opADDi[11: 9] = DR;
      opADDi[ 8: 6] = SR;
      opADDi[ 5   ] = 1'b1;
      opADDi[ 4: 0] = imm5[4:0];
   endfunction
   function [15:0] opINC ( input [2:0] DR );
      opINC[15:12] = op_ADD;
      opINC[11: 9] = DR;
      opINC[ 8: 6] = DR;
      opINC[ 5   ] = 1'b1;
      opINC[ 4: 0] = 1;
   endfunction
   function [15:0] opDEC ( input [2:0] DR );
      opDEC[15:12] = op_ADD;
      opDEC[11: 9] = DR;
      opDEC[ 8: 6] = DR;
      opDEC[ 5   ] = 1'b1;
      opDEC[ 4: 0] = -1;
   endfunction
   function [15:0] opNOT ( input [2:0] DR, SR );
      opNOT[15:12] = op_NOT;
      opNOT[11: 9] = DR;
      opNOT[ 8: 6] = SR;
      opNOT[ 5: 0] = 5'b1;
   endfunction
   function [15:0] opBR ( input [2:0] condition, integer PCoffset9 );
      opBR[15:12] = op_BR;
      opBR[11: 9] = condition;
      opBR[ 8: 0] = PCoffset9[8:0];
   endfunction
   function [15:0] opJMP ( input [2:0] BaseR );
      opJMP[15:12] = op_JMP;
      opJMP[11: 9] = 3'b0;
      opJMP[ 8: 6] = BaseR;
      opJMP[ 5: 0] = 6'b0;
   endfunction
   function [15:0] opRET ( );
      opRET[15:12] = op_JMP;
      opRET[11: 9] = 3'b0;
      opRET[ 8: 6] = R7;
      opRET[ 5: 0] = 6'b0;
   endfunction
   function [15:0] opJSR ( input integer PCoffset11 );
      opJSR[15:12] = op_JSR;
      opJSR[11   ] = 1'b1;
      opJSR[10: 0] = PCoffset11[10:0];
   endfunction
   function [15:0] opLDR ( input [2:0] DR, BaseR, integer offset6 );
      opLDR[15:12] = op_LDR;
      opLDR[11: 9] = DR;
      opLDR[ 8: 6] = BaseR;
      opLDR[ 5: 0] = offset6[5:0];
   endfunction
   function [15:0] opSTR ( input [2:0] SR, BaseR, integer offset6 );
      opSTR[15:12] = op_STR;
      opSTR[11: 9] = SR;
      opSTR[ 8: 6] = BaseR;
      opSTR[ 5: 0] = offset6[5:0];
   endfunction
   function [15:0] opPSE ( input [11:0] ledVect12 );
      opPSE[15:12] = op_PSE;
      opPSE[11: 0] = ledVect12;
   endfunction
endpackage
module  Ship ( input        Clk,                 
                            Reset,               
                            frame_clk,           
               input [9:0]   DrawX, DrawY,        
               input logic [9:0] Ball_X_Pos,
	           input logic [9:0] Ball_Y_Pos,
               input logic [5:0] ship_state,
               input logic [2:0] choose_ship,
               input [3:0] data1, data2, data3, data4, data5, data6, data7, data8, data9, data10, data11, data12, data13, data14, data15,
            input logic [9:0] game_start,
               output logic  is_ball,             
               output [3:0]  ball_data,
               output logic [18:0] read_address
              );
    parameter [9:0] Ball_X_Center = 10'd320;   
    parameter [9:0] Ball_Y_Center = 10'd240;   
	parameter [9:0] RESHAPE_LENGTH = 10'd80;
    parameter [9:0] HALF_LENGTH = 10'd40;
    assign read_address = (DrawX-Ball_X_Pos) + HALF_LENGTH + (DrawY-Ball_Y_Pos+HALF_LENGTH-1)*RESHAPE_LENGTH;
    int DistX, DistY, Size;
    assign DistX = DrawX - Ball_X_Pos;
    assign DistY = DrawY - Ball_Y_Pos;
    assign Size = HALF_LENGTH;
    always_comb begin
        if ( 
                (DrawX - Ball_X_Pos <= Size || Ball_X_Pos-DrawX <= Size) && 
                (DrawY - Ball_Y_Pos <= Size || Ball_Y_Pos-DrawY <= Size)
            ) 
            is_ball = 1'b1;
        else
            is_ball = 1'b0;
        case(choose_ship)
            3'b000: begin
                case(ship_state)
                6'd0:   ball_data = data1;
                6'd2:   ball_data = data2;
                6'd3:   ball_data = data3;
                6'd4:   ball_data = data4;
                6'd5:   ball_data = data5;
                default:     ball_data = data1;
            endcase
            end
            3'b001: begin
                case(ship_state)
                6'd0:   ball_data = data6;
                6'd2:   ball_data = data7;
                6'd3:   ball_data = data8;
                6'd4:   ball_data = data9;
                6'd5:   ball_data = data10;
                default:     ball_data = data6;
            endcase
            end
            3'b010: begin
                case(ship_state)
                6'd0:   ball_data = data11;
                6'd2:   ball_data = data12;
                6'd3:   ball_data = data13;
                6'd4:   ball_data = data14;
                6'd5:   ball_data = data15;
                default:     ball_data =data11;
            endcase
            end
            default: ball_data = data1;
        endcase
        if (game_start == 10'd0) begin
            is_ball = 1'b0;
        end
    end
endmodule
==> results.toml <==
# generated from flow reports
[run_status]
status = "completed"

[cells_and_area]
synthToLayoutAreaGrowth_pct = 36.5
finalInstanceArea_um2 = 5580
regArea_um2 = 0
drive_gt1_share_pct = 4.05
nFlopsAndLatches = 0
clockBufferCount = 0

[die]
num_io_pins = 146
fp.dieH_um = 92.4
initial_core_util_pct = 52.4
dieArea_um2 = 8540
core_area_um2 = 7810
die_w_um = 92.4
rows = 32

[timing]
relSlewSlack_pct = 42.0
layout_worst_path_cycle_share_pct = 78.8
setup_ws_ns = 3.29
max_freq_mhz = 81.9
setup_viol = 0
finalHoldViolCount = 0
setup-tns-final_ns = 0
min_period_ns = 12.21
slew_violations = 0
worstMarginPinSlew_ns = 0.870
rsz0062_at_grt = "false"

[route]
diodes = 0
drtIter0Drc = 81
dr.pass1.iters = 5
viasPerCell = 5.51
drc_errors = 0
vias = 4235
antenna_left = 0
drt-wirelength-per-cell_um = 12.1
wl_mm = 9.26

[power_and_ir_drop]
p_per_area_nw_per_um2 = 231
combPwrFrac_pct = 100.0
ir_drop_mv = 0.285
intPower_uw = 769
p_sw_share_pct = 40.4
p_leak_uw = 0.00259
pwr-share-seq_pct = 0
power_switching_uw = 521
p_total_uw = 1290
clkPwrFrac_pct = 0

[flow_run]
drv_cap = 0
warnings = 57

[worst_setup_path]
endpoint_kind = "output port"
worstPathRequired_ns = 12.40
start_kind = "input pin"
arrival_ns = 9.11
crit_type = "input pin to output port"
crit_fanout = 4

[synth]
netlist_area_um2 = 4090
yosysTopAreaCell = "ha_1"
yosys_area_um2 = 4090
top_cells_by_area = "ha_1 (28%), xnor2_1 (8.1%), mux2i_1 (7.3%), inv_1 (5.9%), a21oi_1 (3.2%)"
yosys.stat.seqShare_pct = 0
top_area_share_pct = 28.5
avgSynthCellArea_um2 = 7.58
synth_cell_types = 65
netlist_instances = 539
ys_cells = 539
ys_warn_count = 20

[min_path]
hold_class = "input pin to output port"

[clock_tree]
cts_resized = 0
cts_setup_buffers = 0
ctsHoldBuffers = 0

[placement]
io_buffers = 143
dpl_worst_slack_ns = 3.28
hpwlAfterDp_mm = 8.36
gp_congestion = 0.884
place_area_um2 = 5580

[global_routing]
grt_max_degree = 25
antenna_found_initial = 0
grt_overflow = 0
grt_pass1_vias = 3952
grt_util_all_layers_pct = 21.8
grt_pass1_wl_mm = 15.8
[final cells by class]
type | count | area, um^2
multi-input combinational | 458 | 3770
fill | 615 | 2230
timing repair buffer | 144 | 1440
inverter | 64 | 240
tap | 102 | 128
[Yosys cell counts (4+ instances only)]
| master | instances |
|---|---|
| o21ai_0 | 24 |
| a211oi_1 | 7 |
| o31ai_1 | 4 |
| buf_1 | 5 |
| a21oi_1 | 26 |
| nor3_1 | 17 |
| fa_1 | 4 |
| inv_1 | 64 |
| o211ai_1 | 8 |
| xnor2_1 | 38 |
| nand2_1 | 17 |
| nor2_1 | 23 |
| a31oi_1 | 9 |
| nand3_1 | 11 |
| xor2_1 | 13 |
| mux2i_1 | 30 |
| nand4_1 | 4 |
| a21o_1 | 12 |
| o21a_1 | 5 |
| o221ai_1 | 5 |
| and3_1 | 8 |
| a22oi_1 | 4 |
| o2111ai_1 | 5 |
| nor2b_1 | 11 |
| o22ai_1 | 14 |
| ha_1 | 93 |
| nand3b_1 | 6 |
| or2_2 | 8 |
| clkbuf_1 | 7 |
[per-layer routing]
| layer | vias up | GRT usage (%) | part of all wire, % |
|---|---|---|---|
| met3 | 8 | 1.92 | 3.9 |
| met4 | 0 | 2.86 | 1.0 |
| met1 | 1897 | 28.2 | 46 |
| met5 | - | 0 | 0 |
| li1 | 2248 | - | - |
| met2 | 82 | 40.0 | 49 |
[cells in the final DEF (no fill, tap or decap), types with 12 or more instances in the layout]
master / instances
ha_1: 93
nand2_1: 17
clkdlybuf4s50_1: 143
nor3_1: 17
a21o_1: 12
xnor2_1: 38
nor2_1: 23
o22ai_1: 14
a21oi_1: 26
mux2i_1: 30
o21ai_0: 24
xor2_1: 13
inv_1: 64
[path summary, 6_finish.rpt]
path | end | depth (start not counted) | slack (ns) | start
min | read_address[0] | 4 | 7.27 | Ball_X_Pos[0]
max | read_address[18] | 24 | 3.29 | Ball_Y_Pos[0]
[kinds of logic (layout without fill, tap and decap cells)]
group                      Yosys count  after routing  share of synthesized area, %
muxes                               31             31                          7.62
xor gates and xnor gates            52             52                          11.3
adders and majority gates           97             97                          30.4
AOI/OAI and AO/OA                  151            151                          25.9
buffers and inverters               81            208                          7.74
and+or+nand+nor                    127            127                          17.0
[worst max-delay path: stages]
cell and delay, ns:
clkdlybuf4s50_1 0.48, ha_1 0.17, inv_1 0.06, fa_1 0.40
a21o_1 0.20, a21oi_1 0.17, xnor2_1 0.22, nand3_1 0.16
a211oi_1 0.46, xor2_1 0.24, ha_1 0.27, ha_1 0.24
or4_1 0.51, a31oi_1 0.22, xnor2_1 0.14, ha_1 0.25
ha_1 0.31, or2_2 0.29, a21oi_1 0.15, a31oi_1 0.08
a21o_1 0.21, a21oi_1 0.17, xnor2_1 0.13, clkdlybuf4s50_1 0.47
[power by group through the flow]
stage / clock network [uW] / logic (uW) / registers [uW]
4_1_cts: 0 / 1310 / 0
5_1_grt: 0 / 1450 / 0
6_report: 0 / 1290 / 0
[stage by stage]
step	hold WS (ns)	cells	util (%)
finish	7.27	768	71.4
global route	7.33	768	71.4
CTS	7.27	768	71.4
detailed placement	7.27	768	71.4
global placement	7.26	768	71.4
floorplan	6.27	539	-
Power is estimated from default activity; no workload was simulated.
