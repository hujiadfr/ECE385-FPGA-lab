$ cat /design/flow/design.v
package SLC3_2;
   parameter op_ADD = 4'b0001;  
   parameter op_AND = 4'b0101;
   parameter op_NOT = 4'b1001;
   parameter op_BR  = 4'b0000;
   parameter op_JMP = 4'b1100;
   parameter op_JSR = 4'b0100;
   parameter op_LDR = 4'b0110;
   parameter op_STR = 4'b0111;
   parameter op_PSE = 4'b1101;
   parameter NO_OP = 15'b0;    
   parameter R0 = 3'b000;       
   parameter R1 = 3'b001;
   parameter R2 = 3'b010;
   parameter R3 = 3'b011;
   parameter R4 = 3'b100;
   parameter R5 = 3'b101;
   parameter R6 = 3'b110;
   parameter R7 = 3'b111;
   parameter p   = 3'b001;      
   parameter z   = 3'b010;
   parameter zp  = 3'b011;
   parameter n   = 3'b100;
   parameter np  = 3'b101;
   parameter nz  = 3'b110;
   parameter nzp = 3'b111;
   parameter outHEX = -1;
   parameter inSW = -1;
   function [15:0] opCLR ( input [2:0] DR );
      opCLR[15:12] = op_AND;
      opCLR[11: 9] = DR;
      opCLR[ 8: 6] = DR;
      opCLR[ 5   ] = 1'b1;
      opCLR[ 4: 0] = 5'b0;
   endfunction
   function [15:0] opAND ( input [2:0] DR, SR1, SR2 );
      opAND[15:12] = op_AND;
      opAND[11: 9] = DR;
      opAND[ 8: 6] = SR1;
      opAND[ 5: 3] = 3'b0;
      opAND[ 2: 0] = SR2;
   endfunction
   function [15:0] opANDi ( input [2:0] DR, SR, integer imm5 );
      opANDi[15:12] = op_AND;
      opANDi[11: 9] = DR;
      opANDi[ 8: 6] = SR;
      opANDi[ 5   ] = 1'b1;
      opANDi[ 4: 0] = imm5[4:0];
   endfunction
   function [15:0] opADD ( input [2:0] DR, SR1, SR2 );
      opADD[15:12] = op_ADD;
      opADD[11: 9] = DR;
      opADD[ 8: 6] = SR1;
      opADD[ 5: 3] = 3'b0;
      opADD[ 2: 0] = SR2;
   endfunction
   function [15:0] opADDi ( input [2:0] DR, SR, integer imm5 );
      opADDi[15:12] = op_ADD;
      opADDi[11: 9] = DR;
      opADDi[ 8: 6] = SR;
      opADDi[ 5   ] = 1'b1;
      opADDi[ 4: 0] = imm5[4:0];
   endfunction
   function [15:0] opINC ( input [2:0] DR );
      opINC[15:12] = op_ADD;
      opINC[11: 9] = DR;
      opINC[ 8: 6] = DR;
      opINC[ 5   ] = 1'b1;
      opINC[ 4: 0] = 1;
   endfunction
   function [15:0] opDEC ( input [2:0] DR );
      opDEC[15:12] = op_ADD;
      opDEC[11: 9] = DR;
      opDEC[ 8: 6] = DR;
      opDEC[ 5   ] = 1'b1;
      opDEC[ 4: 0] = -1;
   endfunction
   function [15:0] opNOT ( input [2:0] DR, SR );
      opNOT[15:12] = op_NOT;
      opNOT[11: 9] = DR;
      opNOT[ 8: 6] = SR;
      opNOT[ 5: 0] = 5'b1;
   endfunction
   function [15:0] opBR ( input [2:0] condition, integer PCoffset9 );
      opBR[15:12] = op_BR;
      opBR[11: 9] = condition;
      opBR[ 8: 0] = PCoffset9[8:0];
   endfunction
   function [15:0] opJMP ( input [2:0] BaseR );
      opJMP[15:12] = op_JMP;
      opJMP[11: 9] = 3'b0;
      opJMP[ 8: 6] = BaseR;
      opJMP[ 5: 0] = 6'b0;
   endfunction
   function [15:0] opRET ( );
      opRET[15:12] = op_JMP;
      opRET[11: 9] = 3'b0;
      opRET[ 8: 6] = R7;
      opRET[ 5: 0] = 6'b0;
   endfunction
   function [15:0] opJSR ( input integer PCoffset11 );
      opJSR[15:12] = op_JSR;
      opJSR[11   ] = 1'b1;
      opJSR[10: 0] = PCoffset11[10:0];
   endfunction
   function [15:0] opLDR ( input [2:0] DR, BaseR, integer offset6 );
      opLDR[15:12] = op_LDR;
      opLDR[11: 9] = DR;
      opLDR[ 8: 6] = BaseR;
      opLDR[ 5: 0] = offset6[5:0];
   endfunction
   function [15:0] opSTR ( input [2:0] SR, BaseR, integer offset6 );
      opSTR[15:12] = op_STR;
      opSTR[11: 9] = SR;
      opSTR[ 8: 6] = BaseR;
      opSTR[ 5: 0] = offset6[5:0];
   endfunction
   function [15:0] opPSE ( input [11:0] ledVect12 );
      opPSE[15:12] = op_PSE;
      opPSE[11: 0] = ledVect12;
   endfunction
endpackage
module ship_controller (
            input           Clk,                         
            input           Reset,
            input  [4:0]    Command,                     
            output [9:0]    Ship_X_Step, Ship_Y_Step,    
            output [7:0]    Ship_Angle,                  
            output          forward                      
);
    parameter [9:0] Ship_Max_Velocity_Forward = 10'd02;    
    parameter [9:0] Ship_Max_Velocity_Backward = 10'd02;   
    parameter [7:0] Ship_Angle_Default = 8'b00000001;      
    logic [9:0] Ship_Velocity;   
    logic [27:0] Count;          
    initial begin
        Ship_Velocity = 10'd0;
        Ship_Angle = Ship_Angle_Default;
        Ship_X_Step = 10'd0;
        Ship_Y_Step = 10'd0;
        forward = 1'b1;
        Count = 28'h0;
    end
    logic [9:0] Ship_X_Step_in, Ship_Y_Step_in;
    logic [7:0] Ship_Angle_in;   
    logic [9:0] Ship_Velocity_in;
    logic       forward_in;
    always_comb  
    begin
        Ship_Velocity_in = Ship_Velocity;
        Ship_Angle_in = Ship_Angle;
        forward_in = forward;
        Ship_X_Step_in = Ship_Velocity_in;
        Ship_Y_Step_in = Ship_Velocity_in;
        if((Ship_Angle[2] == 1'b1)||(Ship_Angle[6] == 1'b1))
        begin
            Ship_X_Step_in = 10'd0;
        end
        else if((Ship_Angle[0] == 1'b1)||(Ship_Angle[4] == 1'b1))
        begin
            Ship_Y_Step_in = 10'd0;
        end
        if (Ship_Velocity == 10'd0)  
        begin
            Ship_X_Step_in = 10'd0;
            Ship_Y_Step_in = 10'd0;
            if (Command[3:2] == 2'b10)   
            begin
                Ship_Velocity_in = 1'd1;
                forward_in = 1'b1;
            end
            else if (Command[3:2] == 2'b01)    
            begin
                Ship_Velocity_in = 10'd1;
                forward_in = 1'b0;
                case(Ship_Angle)
                    8'b00010000: Ship_Angle_in = 8'b00000001;
                    8'b00100000: Ship_Angle_in = 8'b00000010;
                    8'b01000000: Ship_Angle_in = 8'b00000100;
                    8'b10000000: Ship_Angle_in = 8'b00001000;
                    default: Ship_Angle_in = Ship_Angle << 4;      
                endcase
            end
        end
        else if (Ship_Velocity != 10'd0)  
        begin
            if (forward == 1'b1)     
                if (Command[1:0] == 2'b10)   
                begin
                    case(Ship_Angle)
                        8'b10000000: Ship_Angle_in = 8'b00000001;
                        default: Ship_Angle_in = Ship_Angle << 1;      
                    endcase
                end
                else if (Command[1:0] == 2'b01)  
                begin
                    case(Ship_Angle)
                        8'b00000001: Ship_Angle_in = 8'b10000000;
                        default: Ship_Angle_in = Ship_Angle >> 1;      
                    endcase
                end
                if (Command[3:2] == 2'b10)  
                begin
                    Ship_Velocity_in = Ship_Velocity + 1'd1;
                    if (Ship_Velocity == Ship_Max_Velocity_Forward)    
                    begin
                        Ship_Velocity_in = Ship_Velocity;
                        case(Ship_Angle)
                        8'b00010000: Ship_Angle_in = 8'b00000001;
                        8'b00100000: Ship_Angle_in = 8'b00000010;
                        8'b01000000: Ship_Angle_in = 8'b00000100;
                        8'b10000000: Ship_Angle_in = 8'b00001000;
                        default: Ship_Angle_in = Ship_Angle << 4;      
                endcase
                    end
                end
                else if (Command[3:2] == 2'b01)  
                begin
                    Ship_Velocity_in = Ship_Velocity + (~(10'd1)+1'd1);
                end
            end
            else if (forward == 1'b0)    
            begin
                if (Command[1:0] == 2'b10)   
                begin
                    case(Ship_Angle)
                        8'b00000001: Ship_Angle_in = 8'b10000000;
                        default: Ship_Angle_in = Ship_Angle >> 1;      
                    endcase
                end
                else if (Command[1:0] == 2'b01)  
                begin
                    case(Ship_Angle)
                        8'b10000000: Ship_Angle_in = 8'b00000001;
                        default: Ship_Angle_in = Ship_Angle << 1;      
                    endcase
                end
                if (Command[3:2] == 2'b10)  
                begin
                    Ship_Velocity_in = Ship_Velocity + (~(10'd1)+1'd1);
                    if (Ship_Velocity == 10'd1) begin
                        forward_in = 1'b1;
                    end
                end
                else if (Command[3:2] == 2'b01)  
                begin
                    Ship_Velocity_in = Ship_Velocity + 1'd1;
                    if (Ship_Velocity == Ship_Max_Velocity_Backward)    
                    begin
                        Ship_Velocity_in = Ship_Velocity;
                    end
                end
            end
	end
    always_ff @ (posedge Clk)    
    begin
        if (Reset == 1'b1)
        begin
            Ship_Velocity = 10'd0;
            Ship_Angle = Ship_Angle_Default;
            forward = 1'b1;
            Count = 28'h0;
        end
        else if(Count >= 28'hbebc20)  
		  begin
            Count <= 28'h0;
            Ship_Velocity <= Ship_Velocity_in;
            Ship_Angle <= Ship_Angle_in;
            Ship_X_Step <= Ship_X_Step_in;
            Ship_Y_Step <= Ship_Y_Step_in;
            forward <= forward_in;
        end
        else
            Count <= Count + 1;
    end
endmodule
$ cat /design/flow/run.sh
#!/bin/bash
# OpenROAD 26Q1-2900-gdf79404cd8, Yosys 0.63+post, stock flow scripts
make -C /OpenROAD-flow-scripts/flow DESIGN_CONFIG=/design/flow/config.mk WORK_HOME=/design/flow/orfs finish
$ cat /design/flow/config.mk
export PLATFORM = sky130hd
export DESIGN_NAME = ship_controller
export DESIGN_NICKNAME = ship_controller
export VERILOG_FILES = /design/flow/design.v
export SDC_FILE = /design/flow/constraint.sdc
export NUM_CORES = 4
export LEC_CHECK = 1
export CORE_UTILIZATION = 40
$ cat /design/flow/constraint.sdc
current_design ship_controller

set clk_period 4.6
set clk_io_pct 0.2

create_clock -name clk0 -period $clk_period [get_ports {Clk}]

set non_clock_inputs [all_inputs -no_clocks]
set_input_delay [expr $clk_period * $clk_io_pct] -clock clk0 $non_clock_inputs
set_output_delay [expr $clk_period * $clk_io_pct] -clock clk0 [all_outputs]
==> job_summary.md <==
### Flow metrics

| Metric | Value |
|---|---|
| Status | `finished clean` |
| Register area | `1540 um^2` |
| Req. time, crit path | `approximately 4800 ps` |
| I/O Buffers | `34` |
| I/O Pins | `36` |
| Sw frac | `between 30% and 40%` |
| Worst vdd ir | `0.284 mV` |
| Crit share post-route | `between 60 and 70%` |
| Avg Cell Area, Syn | `9.07 um^2` |
| Overall Power | `between 2 and 2.5 mW` |
| Combinational power share | `between 40 and 50%` |
| Async set-reset flop share out of synthesis | `0%` |
| Main flop type after synthesis | `dfxtp_1` |
| Switch Pwr | `a little over 0.9 mW` |
| Vias | `approximately 2800` |
| Total Routing Usage GR | `17.8%` |
| Vias in the first global route | `approximately 2500` |
| Fmax | `about 330 MHz` |
| Setup_tns | `0 ps` |
| DRT antenna net count | `0` |
| CP endpoint kind | `register` |
| Max clock buf depth | `2` |
| Gpl congestion | `0.891` |
| Max Cap Viol | `0` |
| Root Buffer | `clkbuf_8` |
| Rows | `33` |
| Remaining DRCs | `0` |
| Synth top area share | `between 20 and 30%` |
| Post-synth seq share | `45.2%` |
| Global-route wire length before repair | `~12000 um` |
| Leak pwr | `1.37 nW` |
| Share of power burned in registers | `~37%` |
| Latency at later pin | `~350 ps` |
| Remaining global-route overflow | `0` |
| Distinct lib cells | `~53` |
| Vias per std cell | `between 5 and 6` |
| # Cells Yosys | `376` |
| RSZ-0062 raised after global routing | `false` |
| Clock Sinks | `~67` |
| Crit path max fanout | `20` |
| Die X | `around 94 um` |
| Relative slew slack | `approximately 48%` |
| CTS Hold Buffers Added | `0` |
| Antenna violations before repair | `0` |
| Number of enable flip-flop cells | `20` |
| Clock transition at path regs | `around 70 ps` |
| Max-slew violations | `0` |
| Filler cells | `between 700 and 800` |
| Log Warnings | `31` |
| Ys flops | `67` |
| Post-synth top area cell | `dfxtp_1` |
| Clk network pwr share | `around a fifth` |
| Synth Cell Area | `between 3000 and 4000 um^2` |
| Worst Hold Class | `reg -> reg` |
| Final WL | `7200 um` |
| Crit path buffers/inverters | `2` |
| CTS buffer count | `9` |
| P_int | `1.44 mW` |
| Final Setup Violations | `0` |
| Yosys warns | `11` |
| Slowest cell delay on critical path | `980 ps` |
| Initial DRC Count | `about 140` |
| Final Core Density | `roughly half` |
| Crit path kind | `in -> reg` |
| Largest net degree at the start of global routing | `24` |
| Core utilization at floorplan | `~42%` |
| Synth Instances | `approximately 380` |
| Antenna diode count | `0` |
| CTS tree | `built` |
| Share of layout cells above drive strength 1 | `under 10%` |
| Final HPWL DP | `slightly below 5000 um` |
| Top cells by area | `dfxtp_1 28%, edfxtp_1 18%, nor2_1 5.0%` |
| Area reported by Yosys stat | `3410 um^2` |
| Critical path's top delay family | `buffers and inverters` |
| Logic area | `1720 um^2` |
| Final Skew | `approximately 6.9 ps` |
| Setup WS pre-CTS | `roughly 1300 ps` |
| H-tree depth | `3` |
| Final Hold Fails | `0` |
| Die Size | `around 8900 um^2` |
| Resized cells post-CTS | `0` |
| Data arrival, critical path | `~3200 ps` |
| DR WL/cell | `approximately 14 um` |
| Crit path cell chain | `clkdlybuf4s50_1 > clkinv_1 > o211ai_1 > o21ai_0` |
| Die H | `around 94 um` |
| PD cells | `588 nW/um^2` |
| # Post-CTS Setup Buffers | `0` |
| Crit path max-delay cell type | `clkdlybuf4s50_1` |
| Post-route minimum period | `approximately 3000 ps` |
| Area growth from synthesis to layout | `17.7%` |
| Worst slew pin tran | `784 ps` |
| Placeable Area | `between 8000 and 9000 um^2` |
| First-pass detailed-route iteration total | `4` |
| Crit start category | `input pin` |
| Final WS setup | `about 1600 ps` |
[Yosys cell counts, drive strengths merged, types with 2 or more instances]
cell / number
a21oi: 7
edfxtp: 20
nor4: 13
or3: 7
o32ai: 5
o211ai: 2
or4: 2
a221oi: 4
and3: 9
o21a: 3
xor2: 5
nor3: 14
a21o: 2
ha: 7
nor3b: 2
and3b: 2
nand2b: 3
mux2i: 7
a31oi: 6
a41oi: 4
and4: 3
xnor2: 17
nor2: 45
o21ai: 10
nand2: 22
and2: 6
a2bb2oi: 5
clkbuf: 14
buf: 7
inv: 18
nand4: 4
a211oi: 7
nor2b: 7
nand3: 19
o22ai: 9
dfxtp: 47
[cells in the final DEF (no fill, tap or decap), drive strengths merged, types with 6 or more instances in the layout]
| master | instances |
|---|---|
| dfxtp | 47 |
| nor2 | 45 |
| clkdlybuf4s50 | 34 |
| nand2 | 22 |
| edfxtp | 20 |
| nand3 | 19 |
| inv | 18 |
| xnor2 | 17 |
| nor3 | 14 |
| nor4 | 13 |
| o21ai | 10 |
| and3 | 9 |
| o22ai | 9 |
| clkbuf | 9 |
| a21oi | 7 |
| nor2b | 7 |
| or3 | 7 |
| mux2i | 7 |
| ha | 7 |
| a211oi | 7 |
| a31oi | 6 |
| and2 | 6 |
[state kept, by name (all words and copies together), names as in the netlist]
signal,flops
Ship_Velocity,10
Ship_Y_Step,10
Ship_X_Step,10
forward,1
Ship_Angle,8
Count,28
[layout make-up]
class | instances | share of cell area [%]
tap | 105 | 3.27
clock inverter | 7 | 1.71
inverter | 19 | 1.78
timing repair buffer | 36 | 8.85
clock buffer | 9 | 3.09
multi-input combinational | 272 | 42.9
sequential | 67 | 38.4
[power by group through the flow]
stage | clock network (mW) | registers, mW | logic, mW
final | 0.476 | 0.882 | 1.00
after global routing | 0.520 | 0.903 | 1.14
after CTS | 0.491 | 0.879 | 1.00
[cells by family (layout without fill, tap and decap cells)]
| kind of cell | Yosys count | count (layout) | share of synthesized area (%) |
|---|---|---|---|
| DFF | 67 | 67 | 45.2 |
| xor gates and xnor gates | 22 | 22 | 5.65 |
| muxes | 7 | 7 | 2.05 |
| adders and majority gates | 7 | 7 | 2.57 |
| and+or+nand+nor | 161 | 161 | 24.8 |
| other | 1 | 4 | 0.110 |
| AOI/OAI and AO/OA | 71 | 71 | 15.0 |
| buffers and inverters | 40 | 71 | 4.66 |
[worst paths after layout]
kind,startpoint,slack (ps),end,depth (start not counted)
max,Reset,1590,Ship_Angle[1],4
min reg2reg,Count[0],470,Count[0],1
min,Count[0],470,Count[0],1
max reg2reg,Ship_Velocity[2],2480,Ship_Angle[6],5
[per-layer routing]
layer / GRT usage (%) / up-vias / part of all wire (%)
li1: - / 1427 / -
met1: 26.8 / 1251 / 48
met2: 28.4 / 77 / 46
met3: 3.19 / 7 / 5.4
met4: 2.44 / 0 / 1.1
met5: 0 / - / 0
[stage by stage]
step	std cells	hold WS (ps)	instance area, um^2
2_1_floorplan	379	438	3420
3_3_place_gp	499	452	3820
3_5_place_dp	499	461	3820
4_1_cts	515	478	4010
5_1_grt	515	496	4010
6_report	515	471	4010
Power is estimated from default activity; no workload was simulated.
